==> /design/flow/design.v <==
module subtract8(A,B,result);
    input[7:0] A, B;
    output wire[7:0]result;
    wire[7:0] q,comp;
    two_comple tc(B, comp);
    fulladder8 fa8(result,cout,A,comp,1'b0);
endmodule
module two_comple(A,comp);
    input[7:0] A;
    wire [7:0] q;
    output wire[7:0] comp;
    assign q= ~A;
    fulladder8 fa8(comp,cout,q,8'b00000001,1'b0);
endmodule
module fulladder8(sum,cout,a,b,carryin);
    output [7:0]sum;
    output cout;
    input [7:0]a;
    input [7:0]b;
    input carryin;
    wire c1;
    fulladder4 fa4(sum[3:0],c1,a[3:0],b[3:0],carryin);
    fulladder4 fa5(sum[7:4],cout,a[7:4],b[7:4],c1);
 endmodule 
module fulladder4(sum,cout,a,b,carryin);
    output [3:0]sum;
    output cout;
    input [3:0]a;
    input [3:0]b;
    input carryin;
    wire c1,c2,c3;
    fulladder fa0(sum[0],c1,a[0],b[0],carryin);
    fulladder fa1(sum[1],c2,a[1],b[1],c1);
    fulladder fa2(sum[2],c3,a[2],b[2],c2);
    fulladder fa3(sum[3],cout,a[3],b[3],c3);
 endmodule    
module fulladder(sum, cout,a,b,carryin);
    output sum;
    output cout;
    input a, b;
    input carryin;
    wire a1, a2, c1;
    xor(a1, a, b);
    and(c1, a, b);
    xor(sum, a1, carryin);
    and(a2, a1, carryin);
    xor(cout, a2, c1);   
 endmodule
==> /design/flow/run.sh <==
#!/bin/bash
# OpenROAD 26Q1-2900-gdf79404cd8, Yosys 0.63+post, stock flow scripts
make -C /OpenROAD-flow-scripts/flow DESIGN_CONFIG=/design/flow/config.mk WORK_HOME=/design/flow/orfs finish
==> /design/flow/config.mk <==
export PLATFORM = sky130hd
export DESIGN_NAME = subtract8
export DESIGN_NICKNAME = subtract8
export VERILOG_FILES = /design/flow/design.v
export SDC_FILE = /design/flow/constraint.sdc
export NUM_CORES = 4
export LEC_CHECK = 1
export CORE_AREA = 10 10 70 70
export DIE_AREA = 0 0 80 80
==> /design/flow/constraint.sdc <==
current_design subtract8

set clk_period 8.7
set clk_io_pct 0.2

create_clock -name clk0 -period $clk_period

set non_clock_inputs [all_inputs -no_clocks]
set_input_delay [expr $clk_period * $clk_io_pct] -clock clk0 $non_clock_inputs
set_output_delay [expr $clk_period * $clk_io_pct] -clock clk0 [all_outputs]
==> changes_impl.md <==
### Implementation results

- Cell Pwr Density: 60.7 nW/µm²
- GPL Wtd Cong: 0.683
- Avg WL per Cell: 7.19 µm
- Slew HR: 86.6%
- Pins Over Slew Limit: 0
- Ys cells: ~50
- Seq/Total Area, Yosys: 0%
- Ant diodes: 0
- Clock Buffer Count: 0
- PortBufs: 24
- Crit path DAT: 5.77 ns
- Post-route ant nets: 0
- Tcrit/Tclk final: 86.3%
- Row cnt: 21
- RSZ-0062 raised after global routing: false
- CP Class: primary input to output pin
- Outcome: finished clean
- Die area: 6400 µm²
- Residual DRC: 0
- Starting DRT DRC Count: 2
- DR pass1 iterations: 2
- Post-Syn Area: 392 µm²
- Yosys chip area: around 390 µm²
- Registers: 0
- P_leak: 0.000340 µW
- Peak supply drop: 0.0121 mV
- Final setup margin: 1.19 ns
- Tot GR Track Use: about 2.3%
- Setup crit start kind: primary input
- Tot Pwr: 38.2 µW
- Average cell area after synthesis: 7.83 µm²
- Wire length of the first global-routing pass: ~1300 µm
- Setup violations, final: 0
- Fmax achieved: 133 MHz
- Initial antenna violation count: 0
- Core area: 3420 µm²
- Io pins: 24
- Logic area: 234 µm²
- WL final: 805 µm
- Synth top cells by count: inv_1, buf_4, ha_1, fa_1, xnor2_1
- # fillers: 380
- GRT Residual Overflow: 0
- Share of layout cells above drive strength 1: 0%
- Post-place setup slack: 1.14 ns
- CP endpoint kind: output pin
- Post-Syn Instances: 50
- Max FO, Critical Path: 2
- Cell taking the most area after synthesis: fa_1
- Fin util: 18.4%
- Hold wc startpoint: B[7]
- Netlist cell types: 6
- Die X: about 80 µm
- Top-area cell share: 30.7%
- Least-Margin Pin Slew: 0.200 ns
- Die Height: 80 µm
- Fp_density: 11.5%
- Fin crit period: 7.51 ns
- Main area contributors: fa_1, inv_1, ha_1
- Cts hold-fix bufs: 0
- Setup Buffers After CTS: 0
- Max-cap violations: 0
- Flop area: 0 µm²
- Synth warnings: 2
- Worst Hold Class: primary input to output pin
- WP data required: ~7.0 ns
- Vias in the first global route: between 300 and 400
- Crit path from: B[0]
- Stage-log warning count: 32
- Most frequent cell after synthesis: inv_1
- Cts repair resizes: 0
- Final count of hold timing violations: 0
- Vias post-DR: 288
- HPWL after DPL: about 840 µm
- Final TNS setup: 0 ns
- Vias/cell: 2.57
- Area grow syn2layout: 60.7%
- Largest net degree at the start of global routing: 3
[per-layer routing]
layer	routed length [µm]	share of wire, %	up-vias	global-route usage, %
met5	0	0	-	0
met4	0	0	0	0
met3	38	4.7	0	0.227
met2	532	66	4	5.30
met1	235	29	129	2.22
li1	-	-	155	-
[where the power goes]
| part | total, µW | internal [µW] | switching (µW) |
|---|---|---|---|
| combinational | 38.2 | 26.8 | 11.4 |
| sequential | 0 | 0 | 0 |
| clock | 0 | 0 | 0 |
| total | 38.2 | 26.8 | 11.4 |
[cells by family (layout without fill, tap and decap cells)]
group,count (synthesis),count (layout),synth area share (%)
XOR/XNOR,3,3,6.71
adder cells (fa/ha/maj),13,13,53.0
buffers and inverters,34,50,40.3
[final timing paths]
path,end,slack [ns],cells after the start
max,result[7],1.19,13
min,result[7],4.53,4
[cells in the final DEF, fill, tap and decap left out, drive strengths merged]
master         Yosys  final
clkdlybuf4s50      0     24
xor2               1      1
inv               26     26
fa                 6      6
ha                 7      7
xnor2              2      2
[final cells by class]
type                       instances  area share [%]
timing repair buffer              24            38.2
multi-input combinational         16            37.2
inverter                          26            15.5
tap                               46            9.15
[stage by stage]
stage,cell area (µm²),cells,hold slack (ns)
after CTS,629,112,4.55
final,629,112,4.53
after global routing,629,112,4.56
after global placement,629,112,4.53
after floorplan,392,50,3.65
after detailed placement,629,112,4.54
[worst max-delay path: stages]
cell and delay, ns:
clkdlybuf4s50_1 0.48, inv_1 0.05, ha_1 0.26, inv_1 0.05, fa_1 0.41, fa_1 0.39
fa_1 0.40, fa_1 0.39, fa_1 0.38, fa_1 0.38, xor2_1 0.20, xnor2_1 0.14
clkdlybuf4s50_1 0.48
No activity file was given, so power comes from the tool's default toggle rates.
